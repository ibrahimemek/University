**./design.v**
```verilog
module dff (
    input D,       
    input CLK,     
    input RESET,   
    output reg Q   
);
    always @(posedge CLK or posedge RESET)
    begin
        if (RESET)
            Q <= 1'b0;
        else
            Q <= D;
    end
endmodule
module machine_d (
    input wire x,
    input wire CLK,
    input wire RESET,
    output wire F,
    output wire [2:0] S
);
    wire a;
    wire b;
    wire c;
    wire d;
    wire e;
    wire f;
    assign d = (~a & b & ~x) | a;
    assign e = (a & b) | (b & x) | (~b & ~x);
    assign f = c ^ x;
    dff dff_a (.D(d), .CLK(CLK), .RESET(RESET), .Q(a));
    dff dff_b (.D(e), .CLK(CLK), .RESET(RESET), .Q(b));
    dff dff_c (.D(f), .CLK(CLK), .RESET(RESET), .Q(c));
    assign S = {a, b, c};
    assign F = a & b & ~c;
endmodule
```
**./run.sh**
```bash
#!/bin/bash
# OpenROAD 26Q1-2900-gdf79404cd8, Yosys 0.63+post, stock flow scripts
make -C /OpenROAD-flow-scripts/flow DESIGN_CONFIG=/design/flow/config.mk WORK_HOME=/design/flow/orfs finish
```
**./config.mk**
```make
export PLATFORM = sky130hd
export DESIGN_NAME = machine_d
export DESIGN_NICKNAME = machine_d
export VERILOG_FILES = /design/flow/design.v
export SDC_FILE = /design/flow/constraint.sdc
export NUM_CORES = 4
export LEC_CHECK = 1
export CORE_AREA = 10 10 70 70
export DIE_AREA = 0 0 80 80
```
**./constraint.sdc**
```tcl
current_design machine_d

set clk_period 1.1
set clk_io_pct 0.2

create_clock -name clk0 -period $clk_period [get_ports {CLK}]

set non_clock_inputs [all_inputs -no_clocks]
set_input_delay [expr $clk_period * $clk_io_pct] -clock clk0 $non_clock_inputs
set_output_delay [expr $clk_period * $clk_io_pct] -clock clk0 [all_outputs]
```
==> results_slide.txt <==
Physical Implementation Snapshot

Status
  • Status: finished with violations
  • Violations in the final reports: negative setup slack

Synthesis
  • Synth flops: 3
  • Top-area cell type share of the netlist area: 53.1%
  • Number of standard cells reported by yosys: 14
  • Mapped cell area: 141 um^2
  • Biggest area cells: sky130_fd_sc_hd__dfrtp_1 (53%), sky130_fd_sc_hd__buf_4 (16%), sky130_fd_sc_hd__xor2_1 (6.2%)
  • Leading post-synthesis cells by instance count: sky130_fd_sc_hd__buf_4 (3), sky130_fd_sc_hd__dfrtp_1 (3), sky130_fd_sc_hd__inv_1 (2)
  • Share of flip-flops with an asynchronous set or reset after synthesis: 100%
  • Largest area contributor in the netlist: sky130_fd_sc_hd__dfrtp_1
  • Synth Area per Inst: 10.1 um^2
  • Commonest register cell after synthesis: sky130_fd_sc_hd__dfrtp_1
  • Synth warnings: 1
  • Count of distinct cell types in the synthesized netlist: 9
  • Sequential cell area fraction in the yosys report: 53.1%
  • Count of flip-flops with a built-in enable after synthesis: 0
  • Synthesis area per yosys: 141 um^2
  • Cells after synthesis: 14

Global route
  • Wire length of the first global-routing pass: 648 um
  • Largest net degree at the start of global routing: 5
  • Congestion Overflow GR: 0
  • Via count of the first global-routing pass: 147
  • Number of antenna violations at the first check in global routing: 0
  • Total routing resource utilization after global routing: 1.46%

Placement
  • Gp weighted congestion: 0.680
  • Area after detailed placement: 259 um^2
  • Placed wire-length estimate: 331 um
  • Buffers on Ports: 6
  • Pre-CTS setup slack: -0.0780 ns

Detailed routing
  • Count of TritonRoute iterations in the first routing pass: 2
  • Number of nets with antenna violations after detailed routing: 0
  • Iteration-0 DRC count of the detailed router: 11
  • Detailed-route via count: 132
  • Ratio of routed vias to standard cells: 1.76
  • Routed WL per cell: 5.87 um
  • Overall routed net length: 440 um
  • Post-detailed-route DRC marker count: 0

CTS
  • Clock tree from TritonCTS: done
  • Clock Path Buffers: 2
  • Number of buffers created by CTS: 3
  • Clock transition time at the flip-flop clock pins of the worst setup and hold paths: 0.04 ns
  • Count of clock tree sinks: 3
  • Post-CTS Hold Fix Bufs: 0
  • Clk ins delay skew pair: 0.23 ns
  • Level count of the clock H-tree: 1
  • Root cell of the clock tree: sky130_fd_sc_hd__clkbuf_4

STA
  • Time the final worst path needs with I/O delays and setup: 1.10 ns
  • Minimum setup slack in the final design: -0.00307 ns
  • Fmax: 0.907 GHz
  • Number of setup violations in the final report: 1
  • RSZ-0062 raised after global routing: true
  • Slew margin rel.: 89.0%
  • Worst Clk Skew: 0.000783 ns
  • Worst-Margin Slew: 0.165 ns
  • Portion of the clock cycle consumed by the worst path in the final layout: 100%
  • Total Negative Setup Slacks: -0.00307 ns
  • Final max-slew violation count: 0
  • Final tally of hold violations: 0
  • Hold Worst Slack: 0.156 ns

Power and ir drop
  • Pwr Density: 1620 nW/um^2
  • Worst IR drop on VDD: 0.196 mV
  • Leakage: 0.000138 uW

Die
  • Area of the placeable core: 3420 um^2
  • Fp_density: 4.14%
  • Overall die width: 80 um
  • Ports: 7
  • Row cnt: 21
  • Die y size: 80 um
  • Die Size: 6400 um^2

Hold path
  • Worst min-delay path category: primary input to asynchronous set/reset pin

Critical path
  • Crit start category: flop
  • Crit Reg-Reg Startpoint: dff_a.Q
  • Largest fanout of any net on the critical path: 2
  • Category of the most critical setup path: flop to primary output
  • CP arrival: 0.88 ns
  • Critical Path Start: dff_c.Q
  • Kind of end point of the critical path: primary output
  • Crit path required time: 0.88 ns

Finish
  • Layout overhead on the synthesized area: 127%
  • Fraction of the core area covered by cells at the end of the flow: 9.38%
  • Post-Layout Inst Area: 320 um^2
  • Layout cell share with drive strength beyond 1: 42.9%
  • Number of fill cells in the layout: 405

Run
  • Max cap viols: 0
  • Number of logged tool warnings: 27
==> critical path, stage by stage, from the launching register on <==
cell and delay [ns]:
sky130_fd_sc_hd__dfrtp_1 0.38, sky130_fd_sc_hd__buf_6 0.13, sky130_fd_sc_hd__nor2_4 0.06, sky130_fd_sc_hd__buf_2 0.09
==> worst paths after layout <==
check                      endpoint  slack [ns]  cells after the start
max reg2reg                 dff_b.Q        0.10                      4
max in group asynchronous   dff_b.Q        0.81                      2
min                         dff_c.Q        0.16                      2
min in group clk0           dff_c.Q        0.65                      2
max                               F      -0.003                      3
min reg2reg                 dff_a.Q        0.68                      3
==> per-layer routing <==
layer  part of all wire (%)  GRT usage [%]  up-vias
met5                      0              0        -
met4                      0          0.704        0
met3                     24           2.50        0
met2                     34           1.52        6
met1                     41           1.20       57
li1                       -              -       69
==> where the power goes <==
part	switching (uW)	leakage (uW)	internal, uW
Sequential	12.9	0.0000291	130
Clock	55.4	0.0000150	136
Combinational	52.2	0.0000935	131
Total	120	0.000138	397
==> layout make-up <==
class,count,area (um^2),area share [%]
antenna,1,2.50,0.781
clock buffer,4,26.3,8.20
inverter,2,7.51,2.34
multi-input combinational,6,43.8,13.7
sequential,3,75.1,23.4
tap,46,57.6,18.0
timing repair buffer,13,108,33.6
==> registers in the layout, summed over array words and instances (netlist names) <==
register,count
dff_b.Q,1
dff_c.Q,1
dff_a.Q,1
==> stage by stage <==
step                      instances  total power, uW
after floorplan                  14              184
after global placement           66              273
after detailed placement         66              276
after CTS                        72              514
after global routing             74              568
final                            75              517
==> cell families (layout without fill, tap and decap cells) <==
group | Yosys count | count (layout) | share of synthesized area (%)
xor gates and xnor gates | 1 | 1 | 6.20
DFF | 3 | 3 | 53.1
other | 0 | 1 | 0
AOI/OAI and AO/OA | 2 | 2 | 8.85
and+or+nand+nor | 3 | 3 | 10.6
buffers and inverters | 5 | 19 | 21.2
==> repair_timing <==
item,CTS,global route
buffers inserted,2,2
gates resized,7,2
cloned,0,0
endpoints found under the setup margin,4,3
pin swaps,1,0
==> cell usage in the layout (no fill, tap or decap), types with 2 or more instances in the layout <==
| cell | count |
|---|---|
| sky130_fd_sc_hd__dlygate4sd2_1 | 3 |
| sky130_fd_sc_hd__inv_1 | 2 |
| sky130_fd_sc_hd__clkdlybuf4s50_1 | 2 |
| sky130_fd_sc_hd__clkbuf_4 | 3 |
| sky130_fd_sc_hd__dfrtp_1 | 3 |
| sky130_fd_sc_hd__buf_4 | 6 |
Power is estimated from default activity; no workload was simulated.
